$ cat run.sh
#!/bin/bash
# OpenROAD 26Q1-2900-gdf79404cd8, Yosys 0.63+post, stock flow scripts
make -C /OpenROAD-flow-scripts/flow DESIGN_CONFIG=/design/flow/config.mk WORK_HOME=/design/flow/orfs finish
$ cat config.mk
export PLATFORM = sky130hd
export DESIGN_NAME = conv
export DESIGN_NICKNAME = conv
export VERILOG_FILES = /design/flow/design.v
export SDC_FILE = /design/flow/constraint.sdc
export NUM_CORES = 4
export LEC_CHECK = 1
export CORE_UTILIZATION = 30
$ cat constraint.sdc
current_design conv

set clk_period 10.8
set clk_io_pct 0.2

create_clock -name clk0 -period $clk_period [get_ports {clk}]

set non_clock_inputs [all_inputs -no_clocks]
set_input_delay [expr $clk_period * $clk_io_pct] -clock clk0 $non_clock_inputs
set_output_delay [expr $clk_period * $clk_io_pct] -clock clk0 [all_outputs]
$ cat design.v
`timescale 1ns / 1ps
module conv(
    	input clk,
    	input reset,
    	input [15:0] pxl_in,
	output [31:0] reg_00, output [31:0] reg_01, output [31:0] reg_02, output[31:0] sr_0, 	
	output [31:0] reg_10, output [31:0] reg_11, output [31:0] reg_12, output[31:0] sr_1, 
	output [31:0] reg_20, output [31:0] reg_21, output [31:0] reg_22, 
   output [31:0] pxl_out,
	output [9:0] count,
	output valid
    );
	parameter N = 28;	 
	parameter M = 28;	 
	parameter K = 3; 	 
	wire [31:0] wire_00; wire [31:0] wire_01; wire [31:0] wire_02;
	wire [31:0] wire_10; wire [31:0] wire_11; wire [31:0] wire_12;
	wire [31:0] wire_20; wire [31:0] wire_21; wire [31:0] wire_22;
	integer kernel_00 = -75; integer kernel_01 = 87; integer kernel_02 = -35;
	integer kernel_10 = 51; integer kernel_11 = 21; integer kernel_12 = 29;
	integer kernel_20 = -40; integer kernel_21 = 89; integer kernel_22 = -22;
	mac mac_00(pxl_in, kernel_00, 0, wire_00);
	register r_00(clk, reset, wire_00, reg_00); 
	mac mac_01(pxl_in, kernel_01, reg_00, wire_01); 
	register r_01(clk, reset, wire_01, reg_01); 
	mac mac_02(pxl_in, kernel_02, reg_01, wire_02); 
	register r_02(clk, reset, wire_02, reg_02); 
	shift row_1(clk, reg_02, sr_0);
	mac mac_10(pxl_in, kernel_10, sr_0, wire_10); 
	register r_10(clk, reset, wire_10, reg_10); 
	mac mac_11(pxl_in, kernel_11, reg_10, wire_11); 
	register r_11(clk, reset, wire_11, reg_11); 
	mac mac_12(pxl_in, kernel_12, reg_11, wire_12); 
	register r_12(clk, reset, wire_12, reg_12); 
	shift row_2(clk, reg_12, sr_1);
	mac mac_20(pxl_in, kernel_20, sr_1, wire_20); 
	register r_20(clk, reset, wire_20, reg_20); 
	mac mac_21(pxl_in, kernel_21, reg_20, wire_21); 
	register r_21(clk, reset, wire_21, reg_21); 
	mac mac_22(pxl_in, kernel_22, reg_21, wire_22); 
	register r_22(clk, reset, wire_22, reg_22); 
	assign pxl_out = reg_22;	
	reg [9:0] counter = 0;
	reg temp = 0;
	always @(posedge clk) begin
		if (reset == 1) begin
			temp <= 0;
			counter = 0;
		end else begin
			counter = counter + 1;
			if (counter > ((K-1)*N + (K-1)) && counter < (M*N) + (K-1)) begin
				if ((counter - (K-1)) % N > 1) begin
					temp <= 1;
				end else begin
					temp <= 0;
				end
			end else begin
				temp <= 0; 
			end
		end
	end
	assign count = counter;
	assign valid = temp;
endmodule
`timescale 1ns / 1ps
module mac(
    input [15:0] in,
    input [15:0] w,
    input [15:0] b,
    output [15:0] out
    );
wire [15:0] d;
assign d = w * in;
assign out = d + b;
endmodule
`timescale 1ns / 1ps
module register(
    input clk,
    input reset,
    input [15:0] in,
    output [15:0] out
    );
reg [15:0] data;
assign out[15:0] = data[15:0];
always @(posedge clk) begin
	if (reset) begin
		data[15:0] <= 16'b0000000000000000;
	end
	else begin
		data[15:0] <= in[15:0];
	end
end
endmodule
module shift
(
  input clk,
  input [15:0] data_in,
  output [15:0] data_out
);
parameter D = 25;
reg [D-1:0] hr_0; reg [D-1:0] hr_1; reg [D-1:0] hr_2; reg [D-1:0] hr_3;
reg [D-1:0] hr_4; reg [D-1:0] hr_5; reg [D-1:0] hr_6; reg [D-1:0] hr_7;
reg [D-1:0] hr_8; reg [D-1:0] hr_9; reg [D-1:0] hr_10; reg [D-1:0] hr_11;
reg [D-1:0] hr_12; reg [D-1:0] hr_13; reg [D-1:0] hr_14; reg [D-1:0] hr_15;
always @ (posedge clk) begin
  hr_0 [D-1:0] <= {hr_0[D-2:0], data_in[0]};
  hr_1 [D-1:0] <= {hr_1[D-2:0], data_in[1]};
  hr_2 [D-1:0] <= {hr_2[D-2:0], data_in[2]};
  hr_3 [D-1:0] <= {hr_3[D-2:0], data_in[3]};
  hr_4 [D-1:0] <= {hr_4[D-2:0], data_in[4]};
  hr_5 [D-1:0] <= {hr_5[D-2:0], data_in[5]};
  hr_6 [D-1:0] <= {hr_6[D-2:0], data_in[6]};
  hr_7 [D-1:0] <= {hr_7[D-2:0], data_in[7]};
  hr_8 [D-1:0] <= {hr_8[D-2:0], data_in[8]};
  hr_9 [D-1:0] <= {hr_9[D-2:0], data_in[9]};
  hr_10 [D-1:0] <= {hr_10[D-2:0], data_in[10]};
  hr_11 [D-1:0] <= {hr_11[D-2:0], data_in[11]};
  hr_12 [D-1:0] <= {hr_12[D-2:0], data_in[12]};
  hr_13 [D-1:0] <= {hr_13[D-2:0], data_in[13]};
  hr_14 [D-1:0] <= {hr_14[D-2:0], data_in[14]};
  hr_15 [D-1:0] <= {hr_15[D-2:0], data_in[15]};
end
assign data_out[0] = hr_0[D-1]; assign data_out[1] = hr_1[D-1];
assign data_out[2] = hr_2[D-1]; assign data_out[3] = hr_3[D-1];
assign data_out[4] = hr_4[D-1]; assign data_out[5] = hr_5[D-1];
assign data_out[6] = hr_6[D-1]; assign data_out[7] = hr_7[D-1];
assign data_out[8] = hr_8[D-1]; assign data_out[9] = hr_9[D-1];
assign data_out[10] = hr_10[D-1]; assign data_out[11] = hr_11[D-1];
assign data_out[12] = hr_12[D-1]; assign data_out[13] = hr_13[D-1];
assign data_out[14] = hr_14[D-1]; assign data_out[15] = hr_15[D-1];
endmodule
==> results_slide.txt <==
Implementation Results

Global routing
  • GRT overflow: 0
  • First-pass GRT wire length: 133 mm
  • Initial antenna violation count: 6
  • Number of global-route vias before repair: 21300
  • GRT Total Usage: 0.144
  • Largest net degree at the start of global routing: 61

Worst setup path
  • WP data arrival: 8200 ps
  • Reg2reg path depth: 19
  • Crit path launch: pxl_in[5]
  • CP max FO: 14
  • Critical path data required time: approximately 11000 ps
  • Startpoint Class: input port
  • Setup CP Type: in2reg
  • Worst R2R Setup Slack: 3700 ps
  • CP endpoint kind: flop
  • FF-to-FF Start: counter[0]
  • Worst reg2reg endpoint: temp

Timing
  • Finish-stage setup viols: 0
  • Slew Limit Fails: 0
  • Max_slew headroom: 0.392
  • Tmin final: about 7600 ps
  • Sum Neg Setup Slack: 0 ps
  • Slew @ Worst Pin: 905 ps
  • Maximum clock frequency: ~0.13 GHz
  • Post-layout period usage: 0.704
  • Worst Skew: approximately 50 ps
  • Unrepaired setup endpoints after global routing: no
  • Hold slack final: 296 ps
  • Final hold vios: 0

Power and ir drop
  • Lkg Pwr: 20.1 nW
  • Pwr Density: 356 nW/um^2
  • Worst VDD drop: 303 uV

Placed design
  • Placer congestion estimate: 0.915
  • Placed Cells: 5003
  • DP Wirelength: 68.4 mm
  • IO buf count: roughly 220

Logic synthesis
  • EDFF count, synth: 0
  • Syn avg cell area: around 12 um^2
  • Unique cell type count in the Yosys netlist: roughly 90
  • Async S/R FF share, synth: 0
  • Gate Count Post-Synth: 3186
  • Yosys Warn Count: 52
  • Syn Std Cell Area: between 30000 and 40000 um^2
  • Register share after synthesis: 0.496
  • Synth Flop Type: dfxtp_1
  • Yosys synthesis chip area: 38600 um^2
  • Flop and latch count out of synthesis: 955
  • Number of cells in Yosys stat: ~3200

Clocking
  • Reg clk slew, reported paths: 70 ps
  • Clk latency of the worst-skew pair: approximately 700 ps
  • Setup Fix Bufs, Post-CTS: 0
  • Hold buffers post-CTS: 0
  • CTS buffer count: 95
  • TritonCTS clock tree: yes
  • Sink Count: 955
  • Root buffer cell: clkbuf_16
  • Htree depth: 3
  • Post_cts resized: 0
  • Bufs on Longest Clock Path: 3

Route
  • Vias per cell: between 4 and 5
  • DR iter-0 viols: slightly below 800
  • 1st-pass router iterations: 12
  • Number of nets still failing antenna checks after routing: 0
  • DR vias: 20800
  • Avg WL per Cell: 17.0 um
  • Drt drc: 0
  • Drt total wl: 87.9 mm

Die
  • Total die size: 130000 um^2
  • Die width: 361 um
  • Row count: 131
  • FP Core Util: 0.302
  • Die height: 361 um
  • Top Ports: 413
  • Core area: 128000 um^2

Final layout
  • Most frequent cells in the layout: dfxtp_1 (955), inv_1 (442), ha_1 (331)
  • Layout cells sized above 1: 0.0578
  • Area delta synth->final: 16.4%
  • Highest-count logic cell in the final layout: dfxtp_1
  • Fill count: 12400
  • Final std cells w/o fill: about 5200

Min path
  • Min-Delay Startpoint: row_1.hr_7[21]
  • Hold Crit Depth: 0
  • Worst hold path class: reg2reg
  • Worst hold path endpoint: row_1.hr_7[22]

Job
  • Tool warnings: ~44
  • # Max-Cap Violations: 0

Status
  • Status: finished clean
critical path, stage by stage:
cell             delay [ps]
clkdlybuf4s50_1         460
buf_4                   300
inv_1                   190
ha_1                    510
fa_1                    590
inv_1                    40
ha_1                    290
ha_1                    280
inv_1                    50
fa_1                    490
fa_1                    510
inv_1                    40
ha_1                    300
inv_1                    50
o21ai_0                 250
a21oi_1                 120
o21ai_0                 300
a21oi_1                 120
nor2_1                  130
nor2_1                   60
xnor2_1                 120
ha_1                    320
a21o_1                  160
a21oi_1                 160
xnor2_1                 130
nor2_1                   50
where the power goes:
| part | total [mW] | switching, mW | internal [mW] |
|---|---|---|---|
| sequential | 5.35 | 0.494 | 4.86 |
| combinational | 7.36 | 3.91 | 3.45 |
| clock | 3.26 | 1.42 | 1.84 |
how the worst max path moves through the flow:
stage,end,slack [ps],cells past startpoint
CTS,r_22.data[15],3220,26
global route,r_22.data[15],2830,26
finish,r_22.data[15],3200,26
metrics by stage:
step           worst slack [ps]   util  power (mW)  cell area [um^2]
3_5_place_dp               2410  0.327        12.9             41800
6_report                   3200  0.352        16.0             44900
3_3_place_gp               2420  0.327        12.9             41800
5_1_grt                    2830  0.352        17.5             44900
4_1_cts                    3220  0.352        16.3             44900
2_1_floorplan              3690      -        10.6             39300
Yosys cell counts (6+ instances only):
| master | number | area share |
|---|---|---|
| a21o_1 | 34 | 0.0066 |
| clkbuf_1 | 21 | 0.0020 |
| nand3_1 | 12 | 0.0016 |
| buf_2 | 6 | 0.00078 |
| ha_1 | 331 | 0.11 |
| fa_1 | 288 | 0.15 |
| buf_1 | 6 | 0.00058 |
| dfxtp_1 | 955 | 0.50 |
| xor2_1 | 25 | 0.0057 |
| nand4_1 | 7 | 0.0011 |
| buf_4 | 245 | 0.048 |
| and3_1 | 6 | 0.00097 |
| o31ai_1 | 7 | 0.0014 |
| a21oi_1 | 119 | 0.015 |
| nor4_1 | 6 | 0.00097 |
| nor2b_1 | 42 | 0.0068 |
| nor3_1 | 17 | 0.0022 |
| xnor2_1 | 185 | 0.042 |
| nand2b_1 | 9 | 0.0015 |
| nand2_1 | 30 | 0.0029 |
| a31oi_1 | 9 | 0.0015 |
| nor2_1 | 156 | 0.015 |
| inv_1 | 442 | 0.043 |
| o21ai_0 | 39 | 0.0051 |
| o21bai_1 | 67 | 0.013 |
routing by layer:
layer,vias up,part of all wire,GRT usage
li1,10200,-,-
met1,9843,0.43,0.197
met2,593,0.45,0.216
met3,116,0.10,0.0658
met4,0,0.020,0.0243
met5,-,0,0
kinds of logic after synthesis:
logic type | Yosys count | share of synthesized area
compound gates | 360 | 0.0635
xor+xnor | 212 | 0.0488
fa+ha+maj | 619 | 0.257
buf+inv | 721 | 0.0944
flops | 955 | 0.496
mux | 2 | 0.000519
other cells | 1 | 0.0000972
simple gates | 316 | 0.0400
final cells by class:
class,count,area (um^2),share of cell area
Antenna cell,1,2.50,0.0000557
Clock inverter,48,566,0.0126
Multi-Input combinational cell,1701,16500,0.368
Timing Repair Buffer,243,2370,0.0528
Sequential cell,955,19100,0.426
Clock buffer,124,2590,0.0576
Tap cell,1662,2080,0.0463
Inverter,442,1660,0.0369
Power is estimated from default activity; no workload was simulated.
